===== /design/flow/config.mk =====
export PLATFORM = sky130hd
export DESIGN_NAME = PcUnit
export DESIGN_NICKNAME = PcUnit
export VERILOG_FILES = /design/flow/design.v
export SDC_FILE = /design/flow/constraint.sdc
export NUM_CORES = 4
export LEC_CHECK = 1
export CORE_UTILIZATION = 50

===== /design/flow/constraint.sdc =====
current_design PcUnit

set clk_period 11.9
set clk_io_pct 0.2

create_clock -name clk0 -period $clk_period [get_ports {clk}]

set non_clock_inputs [all_inputs -no_clocks]
set_input_delay [expr $clk_period * $clk_io_pct] -clock clk0 $non_clock_inputs
set_output_delay [expr $clk_period * $clk_io_pct] -clock clk0 [all_outputs]

===== /design/flow/design.v =====
module PcUnit(PC,PcReSet,PcSel,Adress,Jump,Jumpaddr,clk,pause);
	input   PcReSet;
	input   PcSel;
    input   Jump;
	input   clk;
    input   pause;
	input   [31:0] Adress;
    input   [25:0] Jumpaddr;
	output reg[31:0] PC;
	reg [31:0] temp;
	always@(posedge clk or posedge PcReSet)
	begin
		if(PcReSet == 1)
			PC <= 32'h0000_0000;
		else
            begin
                if((PC <= 32'h0000_006c) && (pause == 0))
                    PC = PC+4;
                if(PcSel == 1)
                    begin
                        temp = Adress << 2;
                        PC = PC+temp;
                    end
                if(Jump == 1)
                    begin
                        temp[27:2] = Jumpaddr[25:0];
                        temp[1:0] = 2'b00;
                        PC = {PC[31:28], temp[27:0]};
                    end
            end
	end
endmodule

===== /design/flow/run.sh =====
#!/bin/bash
# OpenROAD 26Q1-2900-gdf79404cd8, Yosys 0.63+post, stock flow scripts
make -C /OpenROAD-flow-scripts/flow DESIGN_CONFIG=/design/flow/config.mk WORK_HOME=/design/flow/orfs finish

==> qor.csv <==
metric;value;unit
per-instance average area after synthesis;7.74;sq um
buffer count from post-CTS setup fixing;0;
most common logic cells in the final layout;clkdlybuf4s50_1 (89), a21oi_1 (49), nand2_1 (38), ha_1 (32), dfrtp_1 (30);
ratio of cells with drive above 1 in the final layout;0.0677;
Tmin final;5860;ps
path class of the lowest-slack min-delay path;reg -> reg;
Post-synth EDFFs;0;
maximum single-stage delay on the critical path;400;ps
Post-route DRC;0;
number of DRC violations after detailed-routing iteration 0;168;
first-pass detailed-route iteration total;4;
PortBufs;90;
number of levels the H-tree was split into;2;
warnings from Yosys;1;
antenna diode count;0;
synthesized instance count;450;
total area of sequential cells;751;sq um
cell family contributing the most delay on the critical path;AND-OR/OR-AND gates;
number of fill cells;585;
clock skew;6.61;ps
cell with the biggest individual delay on the critical path;clkdlybuf4s50_1;
critical path capture point type;flop;
chip area estimate from yosys synthesis;3480;sq um
count of endpoints failing hold in the final timing report;0;
endpoint arrival time on the critical path;6040;ps
die outline width;85.5;um
maximum fanout encountered on the critical timing path;6;
most flop-heavy register;PC;
first-pass GRT wire length;15800;um
critical path class;in -> reg;
GRT overflow;0;
number of flip-flops in the largest register;30;
run status;finished clean;
tally of non-filler cells in the final layout;582;
most frequent CP cell;xor2_1;
max-cap viol count;0;
Vias per Instance;5.95;
FF+latch count, synth;30;
maximum clock insertion buffer count;2;
maximum number of pins on one net before global-route repair;53;
hold bufs inserted after CTS;0;
period utilisation layout;0.492;
# IOs;95;
Clk pin slew, worst setup/hold paths;80;ps
Worst Tran Pin Value;705;ps
Yosys Instances;450;
Hold Path Cell Cnt;1;
number of placement rows;30;
Reg2Reg Setup Slack;7750;ps
Peak supply drop;0.0000671;V
and-or/or-and share of the synthesized area;0.275;
initial antenna violation count;0;
total power divided by cell area;140;nW/um^2
number of buffers inserted during clock tree synthesis;5;
max_slew headroom;0.530;
number of warning messages in the logs;30;
setup repair after global routing missed its margin;no;
count of antenna-violating nets left after detailed routing;0;
final setup violation count;0;
vias in the first global route;3205;
die area;7300;sq um
sequential area share after synthesis;0.216;
Adder Share, Synth;0.121;
routability cong.;0.922;
capture instance of the worst register-to-register path;PC[30];
leakage;1.79;nW
setup_tns;0;ps
peak clock frequency supported by timing;0.171;GHz
chip height;85.5;um
total standard cell area after synthesis;3480;sq um
largest family of logic cells by area;AND-OR/OR-AND gates;
Required @ worst endpoint;12080;ps
distinct cell type count after synthesis;63;
startpoint types;input port;
largest registers ranked by flip-flop count;PC x30;
P&R area growth vs syn;26.0;%
share of async-settable or async-resettable flops after synthesis;1.00;
reg2reg start;PC[23];
number of cells traversed by the worst register-to-register path;14;
origin of the worst setup path;pause;
count of buffer and inverter cells on the critical path;2;
CTS-repair resized insts;0;
core area;6760;sq um
Root Driver;clkbuf_8;
number of vias after detailed routing;3462;
GRT Total Usage;0.279;
total clock sinks;30;
total detailed-routing wirelength;9440;um
clock tree from TritonCTS;built;
final routed wire length divided by cell count;16.2;um
Max Slew Vio Count;0;
DP Cell Count;574;
dominant synthesized flop cell;dfrtp_1;
top logic cell by instance count in the layout;clkdlybuf4s50_1;
Multiplexer share;0.0392;
Simple-Gate Fraction of Synth Area;0.212;
area occupied by multi-input gates;2450;sq um
later-pin clock latency in the skew report;290;ps
chain of cells forming the critical path;clkdlybuf4s50_1, nor4_1, nand3_1, nor3_2, xor2_1, ha_1, inv_1, fa_1, and2b_1, o211ai_2, a211oi_4, a221oi_4, o311ai_2, xor2_1, mux2_2;
XORs/XNORs by Area;0.0553;
Worst Setup EP;PC[30];
number of gates on the worst path with buffers counted;15;
estimated wirelength of the detail-placed design;7010;um
Starting Density;0.515;
[where the power goes]
part	internal, W	switching, W	total [W]	leakage [nW]
registers	0.000125	0.0000257	0.000150	0.358
logic	0.000178	0.000183	0.000362	1.38
clock network	0.0000585	0.0000437	0.000102	0.0575
total	0.000362	0.000253	0.000614	1.79
[worst min path at each step]
stage         startpoint  endpoint  slack (ps)
CTS               PC[31]    PC[31]         510
global route      PC[31]    PC[31]         530
finish            PC[31]    PC[31]         500
[Yosys cell counts (2+ instances only)]
| cell type | number | area [sq um] |
|---|---|---|
| a21o_1 | 12 | 90.1 |
| a31o_2 | 2 | 17.5 |
| xnor2_1 | 11 | 96.3 |
| o21ai_0 | 27 | 135 |
| buf_2 | 7 | 35.0 |
| mux2_2 | 5 | 56.3 |
| nor3b_1 | 13 | 97.6 |
| a211oi_1 | 6 | 45.0 |
| and2_1 | 3 | 18.8 |
| nand2b_1 | 5 | 31.3 |
| a31oi_1 | 2 | 12.5 |
| o211ai_1 | 3 | 22.5 |
| a21oi_2 | 3 | 26.3 |
| or4_1 | 2 | 15.0 |
| o21a_1 | 8 | 60.1 |
| ha_1 | 32 | 400 |
| a21oi_1 | 49 | 245 |
| nand3_1 | 9 | 45.0 |
| dfrtp_1 | 30 | 751 |
| buf_4 | 6 | 45.0 |
| a32oi_1 | 2 | 17.5 |
| or3_1 | 2 | 12.5 |
| nand4_1 | 10 | 62.6 |
| o31ai_1 | 4 | 30.0 |
| nor2b_1 | 5 | 31.3 |
| o21ai_1 | 13 | 65.1 |
| nand2_1 | 38 | 143 |
| nor3_1 | 10 | 50.1 |
| mux2i_1 | 8 | 80.1 |
| nor2_1 | 24 | 90.1 |
| xor2_1 | 11 | 96.3 |
| nor4_1 | 9 | 56.3 |
| inv_1 | 15 | 56.3 |
| clkbuf_1 | 35 | 131 |
[stage by stage]
stage               area (sq um)  worst slack, ps  total power (W)  hold slack (ps)   util
finish                      4390             6040         0.000614              502  0.649
detailed placement          4280             5770         0.000508              494  0.633
CTS                         4390             6050         0.000613              507  0.649
global placement            4280             5750         0.000506              489  0.633
floorplan                   3490             6630         0.000403              447      -
global route                4390             5760         0.000666              528  0.649
[worst reg2reg max path, delay by kind of cell (launching register included)]
kind / cells / cell delay, ps
AND-OR/OR-AND: 4 / 1030
XOR/XNOR: 2 / 330
adder cells (fa/ha/maj): 2 / 600
buffers and inverters: 1 / 70
flip-flops: 1 / 430
multiplexers: 1 / 270
AND/OR/NAND/NOR: 4 / 1340
[cells by family after synthesis]
| logic type | count (synthesis) |
|---|---|
| fa+ha+maj | 33 |
| other cells | 1 |
| mux | 13 |
| buf+inv | 65 |
| compound gates | 146 |
| xor+xnor | 22 |
| flops | 30 |
| simple gates | 140 |
[layer usage]
| layer | GRT usage | routed length [um] | vias to the layer above | part of all wire |
|---|---|---|---|---|
| met3 | 0.0385 | 553 | 20 | 0.059 |
| li1 | - | - | 1727 | - |
| met5 | 0 | 0 | - | 0 |
| met2 | 0.416 | 3970 | 137 | 0.42 |
| met4 | 0.0348 | 131 | 0 | 0.014 |
| met1 | 0.455 | 4780 | 1578 | 0.51 |
[final cells by class]
| class | count | share of cell area |
|---|---|---|
| clock buffers | 8 | 0.0251 |
| inverters | 15 | 0.0128 |
| multi-input cells | 356 | 0.559 |
| flip-flops and latches | 30 | 0.171 |
| well taps | 80 | 0.0228 |
| repair buffers | 93 | 0.209 |
No activity file was given, so power comes from the tool's default toggle rates.
