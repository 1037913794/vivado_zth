===== flow/design.v =====
module seg7x16(
    input clk,
	input reset,
	input [31:0] i_data, 
	output  [7:0] o_seg, 
	output  [7:0] o_sel  
    );
    reg [14:0] cnt;
	 always @ (posedge clk, posedge reset)
      if (reset)
        cnt <= 0;
      else
        cnt <= cnt + 1'b1;
    wire seg7_clk = cnt[14]; 
	 reg [2:0] seg7_addr;
	 always @ (posedge seg7_clk, posedge reset)
	   if(reset)
		  seg7_addr <= 0;
		else
		  seg7_addr <= seg7_addr + 1'b1;
	 reg [7:0] o_sel_r;
	 always @ (*)
	   case(seg7_addr)
		  7 : o_sel_r = 8'b01111111;
		  6 : o_sel_r = 8'b10111111;
		  5 : o_sel_r = 8'b11011111;
		  4 : o_sel_r = 8'b11101111;
		  3 : o_sel_r = 8'b11110111;
		  2 : o_sel_r = 8'b11111011;
		  1 : o_sel_r = 8'b11111101;
		  0 : o_sel_r = 8'b11111110;
		endcase
	 reg [31:0] i_data_store;
	 always @ (posedge clk, posedge reset)
	   if(reset)
		  i_data_store <= 0;
		else  
		  i_data_store <= i_data;
	 reg [7:0] seg_data_r;
	 always @ (*)
	   case(seg7_addr)
		  0 : seg_data_r = i_data_store[3:0];
		  1 : seg_data_r = i_data_store[7:4];
		  2 : seg_data_r = i_data_store[11:8];
		  3 : seg_data_r = i_data_store[15:12];
		  4 : seg_data_r = i_data_store[19:16];
		  5 : seg_data_r = i_data_store[23:20];
		  6 : seg_data_r = i_data_store[27:24];
		  7 : seg_data_r = i_data_store[31:28];
		endcase
	 reg [7:0] o_seg_r;
	 always @ (posedge clk, posedge reset)
	   if(reset)
		  o_seg_r <= 8'hff;
		else
		  case(seg_data_r)
		      4'h0 : o_seg_r <= 8'hC0;
          4'h1 : o_seg_r <= 8'hF9;
          4'h2 : o_seg_r <= 8'hA4;
          4'h3 : o_seg_r <= 8'hB0;
          4'h4 : o_seg_r <= 8'h99;
          4'h5 : o_seg_r <= 8'h92;
          4'h6 : o_seg_r <= 8'h82;
          4'h7 : o_seg_r <= 8'hF8;
          4'h8 : o_seg_r <= 8'h80;
          4'h9 : o_seg_r <= 8'h90;
          4'hA : o_seg_r <= 8'h88;
          4'hB : o_seg_r <= 8'h83;
          4'hC : o_seg_r <= 8'hC6;
          4'hD : o_seg_r <= 8'hA1;
          4'hE : o_seg_r <= 8'h86;
          4'hF : o_seg_r <= 8'h8E;
		  endcase
	  assign o_sel = o_sel_r;
	  assign o_seg = o_seg_r;
endmodule

===== flow/constraint.sdc =====
current_design seg7x16

set clk_period 4.0
set clk_io_pct 0.2

create_clock -name clk0 -period $clk_period [get_ports {clk}]

set non_clock_inputs [all_inputs -no_clocks]
set_input_delay [expr $clk_period * $clk_io_pct] -clock clk0 $non_clock_inputs
set_output_delay [expr $clk_period * $clk_io_pct] -clock clk0 [all_outputs]

===== flow/config.mk =====
export PLATFORM = sky130hd
export DESIGN_NAME = seg7x16
export DESIGN_NICKNAME = seg7x16
export VERILOG_FILES = /design/flow/design.v
export SDC_FILE = /design/flow/constraint.sdc
export NUM_CORES = 4
export LEC_CHECK = 1
export CORE_UTILIZATION = 40

===== flow/run.sh =====
#!/bin/bash
# OpenROAD 26Q1-2900-gdf79404cd8, Yosys 0.63+post, stock flow scripts
make -C /OpenROAD-flow-scripts/flow DESIGN_CONFIG=/design/flow/config.mk WORK_HOME=/design/flow/orfs finish

==> flow_metrics.tcl <==
# flow metrics
set metrics [dict create \
    rsz0062_at_grt "no" \
    end_kind "output port" \
    crit_type "flop to output port" \
    cts_setup_buffers 0 \
    max_freq_mhz 485 \
    wire_per_inst_um 13.4 \
    ys.warnings.count 1 \
    rows 27 \
    dr.pass1.iters 4 \
    met3_usage_pct 4.66 \
    cts_hold_buf 0 \
    unclocked_regs 3 \
    hold_path.class "flop to flop" \
    final_util_pct 53.0 \
    antenna_found_initial 0 \
    io_buffers 48 \
    setup_tns_ns 0 \
    cp-startpoint "o_seg_r[4]$_DFFE_PP1P_" \
    fp_util_pct 41.5 \
    outcome "complete, no violations" \
    worst_pin_slew_ns 0.612 \
    critPathSlowestCell "dfstp_2" \
    drv_slew 0 \
    boundaryPins 50 \
    dp_hpwl_um 3000 \
    finalHoldViolations 0 \
    drtIter0Drc 34 \
    critPathTopFamily "flip-flops" \
    fin_skew_ns 0.00800 \
    unconstrained_endpoints 11 \
    seq_area_frac_synth_pct 62.8 \
    finalCritPeriodShare_pct 51.6 \
    clockBufferDepth 2 \
    avgSynthCellArea_um2 12.7 \
    synthFlopType "dfrtp_1" \
    holdWs_ns 0.475 \
    slew_headroom_pct 59.1 \
    hp-start "cnt[5]$_DFF_PP0_" \
    slowest_delay_ns 0.52 \
    critPathRequiredTime_ns 3.20 \
    ys_ff 57 \
    synthesis.area_um2 2290 \
    finalWirelength_um 4060 \
    use_met1_pct 23.4 \
    cts_tree "done" \
    insertion_delay_ns 0.30 \
    grt_overflow_total 0 \
    fillers 476 \
    openroad.warnings 29 \
    grt_pass1_wl_um 6890 \
    synth-edff-count 0 \
    viasPerCell 4.86 \
    drc 0 \
    fin_crit_ns 2.06 \
    top_usage_layer "met2" \
    setup_viol 0 \
    timing.rr.start "i_data_store[10]$_DFF_PP0_" \
    worst_setup_path_start_kind "flop" \
    crit_arrival_ns 1.26 \
    drive_gt1_share_pct 11.7 \
    gp_congestion 0.772 \
    antenna_left 0 \
    setup_slack_ns 1.94 \
    areaGrowthSynthToFinish_pct 27.6 \
    crit_chain "clkdlybuf4s50_1" \
    syn_inst 180 \
    first_global_vias 1398 \
    root_buffer "clkbuf_8" \
    cp_max_fo 1 \
    async_flop_share_pct 100 \
    core_um2 5510 \
    htree_levels 2 \
    grt_max_degree 31 \
    peakVddDrop_uv 168 \
    insertedDiodeCount 0 \
    path_clk_slew_ns 0.09 \
    crit_buf_inv 1 \
    grt_use_met2_pct 24.0 \
    ys_chip_area_um2 2290 \
    cts_buffers 5 \
    leakagePower_nw 1.23 \
    die_h_um 77.6 \
    yosys_cells 180 \
    vias 1467 \
    dp_worst_setup_slack_ns 1.89 \
    synth_cell_types 39 \
    grt.total_usage_pct 15.4 \
    cts_resized 0 \
    cap_viol_max_count 0 \
    die_area_um2 6020 \
    p_per_area_nw_per_um2 324 \
    fp.dieW_um 77.6 \
    total_power_w 0.000945 \
]
worst paths after layout:
check / slack [ns] / depth (start not counted) / to
worst min register to register: 0.48 / 1 / cnt[5]$_DFF_PP0_
worst min-delay path: 0.48 / 1 / cnt[5]$_DFF_PP0_
worst max register to register: 2.30 / 6 / o_seg_r[1]$_DFFE_PP1P_
worst max-delay path: 1.94 / 1 / o_seg[4]
max in group asynchronous: 2.29 / 3 / o_seg_r[4]$_DFFE_PP1P_
min in group asynchronous: 0.88 / 2 / i_data_store[28]$_DFF_PP0_
flip-flops by register name (all words and copies together) (netlist names):
register      flops
cnt              15
seg7_addr         3
o_seg_r           7
i_data_store     32
logic make-up after synthesis:
logic type | synth area share, %
AOI/OAI and AO/OA | 13.1
muxes | 1.15
xor gates and xnor gates | 5.36
adders and majority gates | 3.83
DFF | 62.8
buffers and inverters | 2.85
and+or+nand+nor | 10.8
other | 0.164
synthesized netlist by cell type, types with 2 or more instances:
| cell type | n | area, um2 |
|---|---|---|
| xnor2_1 | 11 | 96.3 |
| o211ai_1 | 2 | 15.0 |
| nand3_1 | 13 | 65.1 |
| nand2_1 | 17 | 63.8 |
| dfrtp_1 | 50 | 1250 |
| inv_1 | 9 | 33.8 |
| o22ai_2 | 2 | 25.0 |
| a22o_1 | 2 | 17.5 |
| ha_1 | 7 | 87.6 |
| o22a_1 | 3 | 26.3 |
| and3_1 | 3 | 18.8 |
| o22ai_1 | 3 | 18.8 |
| a21oi_1 | 4 | 20.0 |
| dfstp_2 | 7 | 184 |
| nor2_1 | 5 | 18.8 |
| a22oi_1 | 8 | 60.1 |
| xor2_1 | 3 | 26.3 |
| nand4_1 | 7 | 43.8 |
| buf_2 | 4 | 20.0 |
power by group:
group | leakage (nW) | internal, W | switching, W | total [W]
logic | 0.502 | 0.0000491 | 0.0000304 | 0.0000796
clock network | 0.0362 | 0.000120 | 0.000167 | 0.000287
registers | 0.688 | 0.000571 | 0.00000634 | 0.000578
total | 1.23 | 0.000740 | 0.000204 | 0.000945
layer usage:
layer / wire length [um] / vias up / part of all wire, %
li1: - / 723 / -
met1: 1860 / 708 / 46
met2: 1960 / 32 / 48
met3: 213 / 4 / 5.2
met4: 26 / 0 / 0.64
met5: 0 / - / 0
per-stage QoR:
step,instances,instance area (um2)
after floorplan,180,2290
after global placement,295,2830
after detailed placement,295,2830
after CTS,302,2920
after global routing,302,2920
final,302,2920
cell usage in the layout (no fill, tap or decap), drive strengths merged, types with 2 or more instances in the layout:
master,instances
a21oi,4
clkinvlp,2
o22ai,5
nor2,7
a22oi,8
a22o,2
o22a,3
dfstp,7
xor2,3
mux2,2
nand3,13
ha,7
inv,9
nand2,17
o21ai,2
and3,3
a31oi,2
o211ai,3
clkdlybuf4s50,48
dfrtp,50
clkbuf,5
nand4,7
xnor2,11
area by class of cell:
class                      count  area, um2  share of cell area [%]
inverter                       9       33.8                    1.16
sequential                    57       1440                    49.2
tap                           72       90.1                    3.09
timing repair buffer          49        488                    16.7
clock buffer                   5       68.8                    2.36
multi-input combinational    108        786                    26.9
clock inverter                 2       15.0                   0.515
No activity file was given, so power comes from the tool's default toggle rates.
