`flow/run.sh`:
```
#!/bin/bash
# OpenROAD 26Q1-2900-gdf79404cd8, Yosys 0.63+post, stock flow scripts
make -C /OpenROAD-flow-scripts/flow DESIGN_CONFIG=/design/flow/config.mk WORK_HOME=/design/flow/orfs finish
```
`flow/config.mk`:
```
export PLATFORM = sky130hd
export DESIGN_NAME = Alu
export DESIGN_NICKNAME = Alu
export VERILOG_FILES = /design/flow/design.v
export SDC_FILE = /design/flow/constraint.sdc
export NUM_CORES = 4
export LEC_CHECK = 1
export CORE_UTILIZATION = 50
```
`flow/constraint.sdc`:
```
current_design Alu

set clk_period 2.9
set clk_io_pct 0.2

create_clock -name clk0 -period $clk_period

set non_clock_inputs [all_inputs -no_clocks]
set_input_delay [expr $clk_period * $clk_io_pct] -clock clk0 $non_clock_inputs
set_output_delay [expr $clk_period * $clk_io_pct] -clock clk0 [all_outputs]
```
`flow/design.v`:
```
module Alu(AluResult,Zero,DataIn1,DataIn2,Shamt,AluCtrl);
	input  [31:0] 		DataIn1;		 
	input  [31:0]		DataIn2;		 
	input  [4:0]		AluCtrl;		 
    input  [4:0]        Shamt;
	output reg[31:0]		AluResult;		 
	output reg				Zero;			 
	initial								 
	begin
		Zero = 0;
		AluResult = 0;
	end	
	always@(DataIn1 or DataIn2 or AluCtrl)
	begin
        Zero = (DataIn1 == DataIn2) ? 1 : 0;
        case ( AluCtrl )
            5'b00001: AluResult = DataIn1 + DataIn2;
            5'b00011: AluResult = DataIn1 - DataIn2;
            5'b00101: AluResult = DataIn1 & DataIn2;
            5'b00110: AluResult = DataIn1 | DataIn2;
            5'b00010: AluResult = DataIn1 + DataIn2;
            5'b00100: AluResult = DataIn1 - DataIn2;
            5'b10001: AluResult = DataIn2 << Shamt;
            5'b10010: AluResult = DataIn2 >> Shamt;
            5'b01011: AluResult = DataIn1 - DataIn2;
            5'b01100: 
                begin 
                    AluResult = DataIn1 - DataIn2;
                    Zero = (DataIn1 != DataIn2) ? 1 : 0;
                end
            5'b01001: AluResult = (DataIn1[31] == DataIn2[31]) ? (DataIn1 < DataIn2) : (DataIn1[31] > DataIn2[31]);
            default: ;
        endcase
	end
endmodule
```
==> qor.rpt <==
FLOORPLANNING
----------------------------------------------------------------------------------
Core region area                                                         17400 um2
Site row count                                                                  48
Width of the die                                                            136 um
Vertical die dimension                                                      136 um
Boundary pin count                                                             107
Floorplan-stage core utilization                                             0.517
Area enclosed by the die boundary                                        18500 um2

LOGIC SYNTHESIS
----------------------------------------------------------------------------------
Synth Area in Simple Gates                                                   0.216
Mean Syn Cell Area                                                        7.08 um2
Most instantiated flip-flop cell in the synthesis netlist             sky130_fd_sc_hd__dlxtn_1
Total of warnings raised by yosys                                                1
Number of unique standard cell types used by synthesis                          82
Post-synthesis adder-cell area fraction                                      0.139
Synth top area cells                                                  sky130_fd_sc_hd__ha_1, sky130_fd_sc_hd__mux4_2, sky130_fd_sc_hd__nor2_1
Aoi/oai-family share of the synthesized area                                 0.327
Largest non-sequential cell family by area                            AND-OR/OR-AND gates
Xor-xnor portion of the synthesized cell area                               0.0117
Synthesis-stage register bit count                                              32
Post-synth ARST share                                                            0
Yosys cell count                                                              1272
Number of flops mapped to enable cells by yosys                                  0
Cell count after synthesis                                                    1272
Yosys chip area                                                           9000 um2
Synth Cell Area                                                           9000 um2
Mux share of post-synthesis cell area                                        0.164
Area leader, netlist                                                  sky130_fd_sc_hd__ha_1
Max-area cell share                                                          0.133

FINAL LAYOUT
----------------------------------------------------------------------------------
Share of final-layout standard cells stronger than drive strength 1          0.244
Area delta synth->final                                                      29.0%
Fillers                                                                       1482
Final Core Density                                                           0.667
Footprint of the flip-flops and latches                                    480 um2
Most numerous logic cells after layout                                sky130_fd_sc_hd__buf_4, sky130_fd_sc_hd__nor2_1, sky130_fd_sc_hd__nand2_1
Multi-input gate area                                                     8230 um2
Max FFs per register                                                            32
Most used logic cell in the final layout                              sky130_fd_sc_hd__buf_4
Cell area after layout                                                   11600 um2

TIMING
----------------------------------------------------------------------------------
Count of endpoints without a timing constraint                                  64
Count of pins over their slew limit                                              0
Final setup fails                                                                0
Hold WS                                                                    1.88 ns
Clock period minus worst slack                                             2.86 ns
Share of the clock period used by the worst path after layout                0.985
Final hold violations                                                            0
Slew of the pin with the lowest slew margin                               0.929 ns
Achievable frequency                                                       350 MHz
Number of register pins that no clock reaches                                   32
Worst slew margin                                                            0.364

ROUTE
----------------------------------------------------------------------------------
Iteration count of the initial detailed-routing pass                             6
Wire per inst                                                              24.5 um
Antenna Cells                                                                    0
Iteration-0 DRC count of the detailed router                                  1377
DR vias/cell                                                                  6.75
DRC violations left                                                              0
Via count                                                                    11297
Routed wire length                                                        41000 um
Antenna-violating nets left                                                      0

WORST SETUP PATH
----------------------------------------------------------------------------------
CP max stage delay                                                         0.41 ns
Arrival time worst endpoint                                                2.28 ns
Maximum fanout count along the critical path                                     2
Most frequent cell on the critical path                               sky130_fd_sc_hd__or3_4
Capturing element type of the critical path                             output pin
Slowest library cell on the worst path                                sky130_fd_sc_hd__or3_4
Critical Path Start Type                                                 input pin
Delay-heaviest family, CP                                             simple AND/OR/NAND/NOR gates
Crit path required time                                                    2.32 ns
Worst Path Class, Setup                                                     in2out
Count of buffer and inverter cells on the critical path                          3
Sequence of cells on the critical path                                buf_4 -> inv_4 -> ha_4 -> or3_4 -> or3_4 -> nor3_4 -> nand2_4 -> xor2_1 -> buf_2

MIN PATH
----------------------------------------------------------------------------------
Worst hold path class                                                       in2out

POWER AND IR DROP
----------------------------------------------------------------------------------
Leakage                                                                    5.23 nW
Switching fraction of total power                                            0.539
Clock power frac                                                                 0
Total chip power                                                           2.41 mW
Total power density per cell area                                       207 nW/um2
Int Power                                                                  1.11 mW
Sequential fraction of design power                                          0.052
Power spent charging and discharging nets                                  1.30 mW
Worst ir drop on vdd                                                      0.196 mV
Logic gate share of total power                                              0.948

GRT
----------------------------------------------------------------------------------
Pin count of the biggest net entering global routing                            68
Number of antenna violations at the first check in global routing                0
Wire length of the first global-routing pass                              60500 um
Vias in the first global route                                               10100
Overall overflow remaining after global route                                    0
Total Routing Usage GR                                                       0.451

PLACE
----------------------------------------------------------------------------------
Routability cong.                                                             1.15
Number of buffer cells added on primary ports                                  107
Cell area after placement                                                11100 um2
HPWL after DPL                                                            32200 um

JOB
----------------------------------------------------------------------------------
OpenROAD warnings                                                               98
Number of violations of the max-capacitance limit                                0

RUN STATUS
----------------------------------------------------------------------------------
Outcome                                                               complete, no violations

[layout make-up]
type | instances | area share
inverter | 100 | 0.0336
multi-input combinational | 1048 | 0.708
sequential | 32 | 0.0414
tap | 225 | 0.0242
timing repair buffer | 268 | 0.192
[synthesized netlist by cell type, types with 13 or more instances]
cell type / number
sky130_fd_sc_hd__a211oi_1: 29
sky130_fd_sc_hd__a21o_1: 17
sky130_fd_sc_hd__a21oi_1: 106
sky130_fd_sc_hd__a221oi_1: 27
sky130_fd_sc_hd__buf_2: 27
sky130_fd_sc_hd__clkbuf_1: 43
sky130_fd_sc_hd__dlxtn_1: 32
sky130_fd_sc_hd__ha_1: 96
sky130_fd_sc_hd__inv_1: 99
sky130_fd_sc_hd__mux2i_1: 36
sky130_fd_sc_hd__mux4_2: 48
sky130_fd_sc_hd__nand2_1: 118
sky130_fd_sc_hd__nand2b_1: 27
sky130_fd_sc_hd__nand3_1: 19
sky130_fd_sc_hd__nor2_1: 156
sky130_fd_sc_hd__nor2b_1: 15
sky130_fd_sc_hd__nor3_1: 27
sky130_fd_sc_hd__o211ai_1: 18
sky130_fd_sc_hd__o21ai_0: 80
sky130_fd_sc_hd__o22ai_1: 17
sky130_fd_sc_hd__o31ai_1: 13
[through the flow]
stage	instances	worst slack, ns	TNS, ns
2_1_floorplan	1272	0.197	0
3_3_place_gp	1667	-0.914	-0.914
3_5_place_dp	1667	-1.03	-1.03
4_1_cts	1667	-0.852	-0.852
5_1_grt	1673	-0.0652	-0.0652
6_report	1673	0.0438	0
[power by group through the flow]
stage                 logic (mW)  registers [mW]  clock network [mW]
final                       2.28           0.125                   0
after global routing        2.43           0.132                   0
after CTS                   2.10           0.126                   0
[worst paths after layout]
path,from,cells after the start,to,slack (ns)
max,DataIn2[17],9,Zero,0.04
min,AluCtrl[2],4,Zero,1.88
[repair_timing]
action | CTS | global route
hold endpoints to repair | 0 | 0
endpoints found under the setup margin | 1 | 1
resized | 12 | 184
pin swaps | 3 | 20
setup buffers | 0 | 6
hold buffers | 0 | 0
[layer usage]
metal / GRT usage / wire, um
met1: 0.654 / 16000
met5: 0 / 55
met3: 0.179 / 6580
met2: 0.608 / 16500
met4: 0.160 / 1810
[tightest hold or removal path, cell delays in order]
cell,delay (ns)
sky130_fd_sc_hd__clkdlybuf4s50_1,0.42
sky130_fd_sc_hd__nand4b_1,0.13
sky130_fd_sc_hd__xor2_1,0.07
sky130_fd_sc_hd__buf_2,0.10
[cell families (layout without fill, tap and decap cells)]
logic type | count (synthesis) | in the layout
compound gates | 427 | 427
xor+xnor | 12 | 12
fa+ha+maj | 99 | 99
buf+inv | 192 | 368
latches | 32 | 32
mux | 87 | 87
simple gates | 423 | 423
Power figures rest on the tool's default switching activity, not on a simulated workload.
